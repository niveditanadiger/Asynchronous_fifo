**flow/run.sh**
```bash
#!/bin/bash
# OpenROAD 26Q1-2900-gdf79404cd8, Yosys 0.63+post, stock flow scripts
make -C /OpenROAD-flow-scripts/flow DESIGN_CONFIG=/design/flow/config.mk WORK_HOME=/design/flow/orfs finish
```
**flow/constraint.sdc**
```tcl
current_design async_fifo

set clk_period 5.8
set clk_io_pct 0.2

create_clock -name clk0 -period $clk_period [get_ports {r_clk}]
create_clock -name clk1 -period $clk_period [get_ports {w_clk}]

set non_clock_inputs [all_inputs -no_clocks]
set_input_delay [expr $clk_period * $clk_io_pct] -clock clk0 $non_clock_inputs
set_output_delay [expr $clk_period * $clk_io_pct] -clock clk0 [all_outputs]
```
**flow/design.v**
```verilog
`timescale 1ns /1ns
module async_fifo#(parameter data_size=8, parameter array_size=4)
(
input w_req, w_clk, w_rst,
input r_req, r_clk, r_rst,
input [data_size-1:0]w_data,
output [data_size-1:0]r_data,
output reg full,empty
);
reg [array_size:0] wq2_rptr, wq1_rptr, rptr;
reg [array_size:0] rq2_wptr, rq1_wptr, wptr;
wire empty_wire;
wire full_wire;
wire [array_size-1:0] rptr_nxt;
reg [array_size:0] rbin;
wire [array_size:0] rbin_nxt;
reg [array_size:0] wbin;
wire [array_size:0] wbin_nxt;
wire [array_size-1:0] wptr_nxt;
wire [array_size-1:0] r_addr;
wire [array_size-1:0] w_addr;
assign empty_wire= (rptr_nxt == rq2_wptr);
assign full_wire= (wq2_rptr == {~wptr[array_size:array_size-1], wptr[array_size-2:0]});
always@(posedge w_clk or negedge w_rst)
begin
    if(!w_rst)
    begin
        {wq2_rptr, wq1_rptr}= 2'b0;
        full<=0;
    end
    else
    begin
        {wq2_rptr, wq1_rptr}= {wq1_rptr,rptr};
        full<=full_wire;
    end
end
always@(posedge r_clk or negedge r_rst)
begin
    if(!r_rst)
    begin 
        {rq2_wptr, rq1_wptr}=2'b0;
        empty <= 0;
    end
    else
    begin
        {rq2_wptr, rq1_wptr}= {rq1_wptr,wptr};
        empty <= empty_wire;
    end
end
assign rbin_nxt= rbin + (r_req & ~empty); 
always@(posedge r_clk or negedge r_rst)
begin 
    if(!r_rst)
        rbin<=0;
    else
        rbin<= rbin_nxt;
end
assign r_addr = rbin[array_size-1:0];
assign wbin_nxt= wbin + (w_req & ~full);
always@(posedge w_clk or negedge w_rst)
begin
    if(!w_rst)
        wbin<=0;
    else 
        wbin<= wbin_nxt;
end
assign w_addr = wbin[array_size-1:0];
assign rptr_nxt = rbin_nxt ^ (rbin_nxt>>1);
always @ (posedge r_clk or negedge r_rst)
    if (!r_rst)
        rptr <= 0;
    else 
        rptr <= rptr_nxt;
assign wptr_nxt = wbin_nxt ^ (wbin_nxt>>1);
always @ (posedge w_clk or negedge w_rst)
    if (!w_rst)
        wptr <= 0;
    else 
        wptr <= wptr_nxt;
localparam DEPTH=(1<<array_size);
reg [data_size-1:0] mem[0:DEPTH-1];
assign r_data=mem[r_addr];    
always@(posedge w_clk)
    if(w_req & ~full)
        mem[w_addr]<=w_data;
endmodule
```
**flow/config.mk**
```make
export PLATFORM = sky130hd
export DESIGN_NAME = async_fifo
export DESIGN_NICKNAME = async_fifo
export VERILOG_FILES = /design/flow/design.v
export SDC_FILE = /design/flow/constraint.sdc
export NUM_CORES = 4
export LEC_CHECK = 1
export CORE_UTILIZATION = 30
```
==> flow_summary.toml <==
# generated from flow reports
[floorplanning]
core_sq_um = 19400
io_pins = 24
num_rows = 51
dieArea_sq_um = 20300
fp_util_pct = 30.5
dieWidth_um = 142
dieHeight_um = 142

[synth]
ys_async_sr_fraction_pct = 15.2
syn_avg_cell_area_sq_um = 19.0
synth_area_sq_um = 5920
yosysUniqueCellTypes = 34
yosys-stat-cells = 312
ys_warn_count = 1
ys_seq_elements = 151
edf_count = 128
topCellsByArea = "edfxtp_1 65%, dfrtp_1 9.7%, mux4_2 6.1%, mux2i_1 5.4%, a221oi_1 2.1%"
synth-main-ff-cell = "edfxtp_1"
synth_area_leader_cell = "edfxtp_1"
top_area_share_pct = 64.9
yosys-stat-area_sq_um = 5920
synthCells = 312
synth_seq_share_pct = 74.7

[routing]
drt_iter0_drc = 148
dr_wl_met3_um = 899
postRouteAntennaNets = 0
dr_total_vias = 2959
top_layer = "met4"
drt-met1-wl_um = 4650
wl_met2_um = 5450
drc = 0
viasPerCell = 4.70
wl_per_cell_um = 17.8
dr.pass1.iters = 4
wl_um = 11200

[global_route]
grt_util_all_layers_pct = 12.5
grt-ovfl-total = 0
antenna_found_initial = 1
grt_first_pass_wirelength_um = 17800
grt_pass1_vias = 3238
grt_max_degree = 33

[place]
dpl_cell_area_sq_um = 6420
io_buffers = 21
gp_congestion = 0.787
hpwl_um = 7340

[clock_tree]
cts_tree = "done"
cts_resized = 0
clk_pin_slew_ns = 0.05
post_cts_buffers = 0
cts.sinks = 151
cts_hold_buf = 0

[setup_path]
worstPathBufferInverterCount = 2
cp-start-kind = "register"
cpMaxStageDelayCell = "dfrtp_2"
path_class = "register to output port"
critPathCaptureType = "output port"
required_ns = 4.64
crit_path_max_fanout = 32
crit_family = "buffers and inverters"
critical_path.cell_chain = "buf_4 -> mux2i_1 -> a221oi_1 -> o21ai_0 -> nand2_1 -> clkdlybuf4s50_1"
slowest_delay_ns = 0.73
worstPathArrival_ns = 3.01

[timing]
fin_skew_ns = 0.00520
setup_tns_ns = 0
finalSetupViolations = 0
final_max_slew_viol_count = 0
max_slew_margin_pct = 39.9
worstMarginPinSlew_ns = 0.898
rsz0062_at_grt = "false"
hold_viol = 0

[status]
outcome = "complete, no violations"

[pwr]
pwr_density_cell_nw_per_um2 = 518
vdd_drop_max_uv = 253
p_leak_nw = 2.43

[flow_run]
log.warning_count = 26
max_cap_viol_count = 0

[cells_and_area]
drive_gt1_share_pct = 18.7
syn_to_final_growth_pct = 19.7
postLayoutCellArea_sq_um = 7090

[worst_hold_path]
hp-class = "register to register"
[synthesized netlist by cell type (2+ instances only)]
master / n
buf_4: 4
xor2_1: 6
a22oi_1: 8
dfrtp_1: 23
buf_8: 2
nor3_1: 4
inv_1: 2
buf_2: 5
edfxtp_1: 128
nand3b_1: 2
buf_6: 3
nand2_1: 9
clkbuf_1: 2
mux2i_1: 32
xnor2_1: 6
nand2b_1: 2
nor2_1: 12
mux4_2: 16
a221oi_1: 14
ha_1: 4
a221oi_2: 2
o21ai_0: 8
or3_1: 2
nand3_1: 6
[logic make-up (layout without fill, tap and decap cells)]
kind of cell | count (synthesis) | in the layout | share of synthesized area (%)
flops | 151 | 151 | 74.7
mux | 48 | 48 | 11.5
simple gates | 42 | 42 | 3.66
compound gates | 33 | 33 | 4.48
buf+inv | 19 | 71 | 2.33
xor+xnor | 14 | 14 | 2.45
fa+ha+maj | 4 | 4 | 0.846
other cells | 1 | 2 | 0.0634
[placed cells by master (no fill, tap or decap), types with 9 or more instances in the layout]
cell type	instances
buf_4	11
edfxtp_1	128
dfrtp_1	22
nand2_1	9
nor2_1	12
a221oi_1	14
mux4_2	16
clkdlybuf4s50_1	21
clkbuf_16	20
mux2i_1	32
[registers in the layout, summed over array words and instances (netlist names)]
signal,flops
rq1_wptr,4
rq2_wptr,4
wbin,5
wptr,4
mem,128
rbin,5
empty,1
[worst reg2reg max path: cells and delay by family (launching register included)]
kind	cells	cell delay (ns)
flops	1	0.73
fa+ha+maj	2	0.53
compound gates	1	0.18
simple gates	1	0.37
xor+xnor	2	0.35
[path summary, 6_finish.rpt]
kind                                            start                    end  slack, ns  depth (start not counted)
min in group asynchronous                       w_rst      wbin[4]$_DFF_PN0_       1.04                          1
min in group clk1                   wbin[4]$_DFF_PN0_      wbin[4]$_DFF_PN0_       0.49                          1
worst max register to register      rbin[0]$_DFF_PN0_        empty$_DFF_PN0_       3.55                          6
worst min-delay path            rq1_wptr[0]$_DFF_PN0_  rq2_wptr[0]$_DFF_PN0_       0.34                          0
worst min register to register  rq1_wptr[0]$_DFF_PN0_  rq2_wptr[0]$_DFF_PN0_       0.34                          0
worst max-delay path                rbin[0]$_DFF_PN0_              r_data[4]       1.63                          6
max in group asynchronous                       r_rst      rbin[0]$_DFF_PN0_       4.08                          1
max in group clk1                               w_req    mem[0][5]$_DFFE_PP_       2.88                          4
[stage by stage]
step / setup slack [ns] / hold slack [ns] / total power, mW / instances / utilization (%)
final: 1.63 / 0.343 / 3.67 / 630 / 36.5
after CTS: 1.58 / 0.346 / 3.71 / 629 / 36.5
after global routing: 1.41 / 0.348 / 3.86 / 630 / 36.5
after detailed placement: 1.87 / 0.335 / 2.53 / 593 / 33.1
after floorplan: 3.17 / 0.331 / 2.20 / 312 / -
after global placement: 1.90 / 0.332 / 2.51 / 593 / 33.1
[metal layers]
| metal | GRT usage [%] | vias to the layer above |
|---|---|---|
| met3 | 5.76 | 14 |
| met4 | 2.15 | 0 |
| met1 | 17.2 | 1514 |
| met2 | 19.4 | 107 |
| li1 | - | 1324 |
| met5 | 0 | - |
[final cells by class]
cell class | count | area (sq um)
Multi-Input combinational cell | 142 | 1360
Inverter | 3 | 11.3
Clock buffer | 22 | 518
Sequential cell | 151 | 4420
Timing Repair Buffer | 32 | 293
Fill cell | 1774 | 12300
Tap cell | 265 | 332
Antenna cell | 1 | 2.50
Clock inverter | 14 | 148
[report_power, final]
part | switching [mW] | leakage, nW | total [mW] | internal, mW
Combinational | 0.509 | 0.684 | 0.995 | 0.486
Clock | 0.434 | 0.322 | 1.17 | 0.739
Sequential | 0.138 | 1.43 | 1.50 | 1.36
No activity file was given, so power comes from the tool's default toggle rates.
