`flow/constraint.sdc`:
```
current_design async_beh_model

set clk_period 5.0
set clk_io_pct 0.2

create_clock -name clk0 -period $clk_period [get_ports {rclk}]
create_clock -name clk1 -period $clk_period [get_ports {wclk}]

set non_clock_inputs [all_inputs -no_clocks]
set_input_delay [expr $clk_period * $clk_io_pct] -clock clk0 $non_clock_inputs
set_output_delay [expr $clk_period * $clk_io_pct] -clock clk0 [all_outputs]
```
`flow/config.mk`:
```
export PLATFORM = sky130hd
export DESIGN_NAME = async_beh_model
export DESIGN_NICKNAME = async_beh_model
export VERILOG_FILES = /design/flow/design.v
export SDC_FILE = /design/flow/constraint.sdc
export NUM_CORES = 4
export LEC_CHECK = 1
export CORE_UTILIZATION = 40
export SYNTH_HDL_FRONTEND = slang
```
`flow/design.v`:
```
`timescale 1ns / 1ps
module async_beh_model(rdata, full, empty, wdata, winc, wclk, w_rst, rinc, rclk, r_rst);
parameter DSIZE=8;
parameter ASIZE=4;
output [DSIZE-1:0]rdata;
output full,empty;
input [DSIZE-1:0]wdata;
input winc,rinc,wclk,rclk,w_rst,r_rst;
reg [ASIZE:0] wptr, wrptr1, wrptr2, wrptr3;
reg [ASIZE:0] rptr, rwptr1, rwptr2, rwptr3;
parameter MEMDEPTH=1<<ASIZE;
reg [DSIZE-1:0] fifo_mem[0:MEMDEPTH];
always@(posedge wclk or negedge w_rst)
    if(!w_rst)      wptr<=0;
    else if(winc && ~full)      
    begin
        fifo_mem[wptr[ASIZE-1:0]]<=wdata;
        wptr<=wptr+1;
    end
always@(posedge wclk or negedge w_rst)
    if(!w_rst)      {wrptr3,wrptr2,wrptr1}<=0;
    else            {wrptr3,wrptr2,wrptr1}<={wrptr2,wrptr1,rptr};
always@(posedge rclk or negedge r_rst)
    if(!r_rst)      rptr<=0;
    else if(rinc && ~empty)      
    begin
        rptr<=rptr+1;
    end
always@(posedge rclk or negedge r_rst)
    if(!r_rst)      {rwptr3,rwptr2,rwptr1}<=0;
    else            {rwptr3,rwptr2,rwptr1}<={rwptr2,rwptr1,wptr};
assign rdata=fifo_mem[rptr[ASIZE-1:0]];
assign empty=(rptr==rwptr3);
assign full=((wptr[ASIZE-1:0]==wrptr3[ASIZE-1:0]) && (wptr[ASIZE]!=wrptr3[ASIZE]));
endmodule
```
`flow/run.sh`:
```
#!/bin/bash
# OpenROAD 26Q1-2900-gdf79404cd8, Yosys 0.63+post, stock flow scripts
make -C /OpenROAD-flow-scripts/flow DESIGN_CONFIG=/design/flow/config.mk WORK_HOME=/design/flow/orfs finish
```
==> results_dict.tcl <==
# collected from the flow reports
set metrics [dict create \
    final_cells 608 \
    stdcell_area_mm2 0.00771 \
    cp_data_arrival_time_ns 2.64 \
    core_mm2 0.0158 \
    wl_per_cell_um 19.0 \
    dieHeight_um 129 \
    ant_nets 0 \
    grt_max_degree 28 \
    path_max_fanout 27 \
    internal_power_mw 3.13 \
    dp_hpwl_mm 7.45 \
    p_leak_nw 2.69 \
    cts.sinks 168 \
    seqPwrFrac 0.433 \
    seq_area_frac_synth 0.749 \
    yosys_warnings 0 \
    synth.avg_cell_area_um2 19.7 \
    synth.cell_area_mm2 0.00647 \
    area_leaders "edfxtp_1, dfrtp_1, mux4_2" \
    slew_headroom 0.486 \
    routed-via-count 3158 \
    async_flop_share 0.238 \
    edf_count 128 \
    ys_area_mm2 0.00647 \
    ys_cells 329 \
    finalWorstSetupSlack_ns 1.36 \
    switching_share 0.296 \
    antenna_cells 0 \
    setup_violations 0 \
    cts_resized 0 \
    holdBufCountCts 0 \
    dp_slack_ns 1.58 \
    rsz0062_at_grt "false" \
    crit_chain "buf_4 > mux4_2 > a32oi_1 > o21ai_1 > clkdlybuf4s50_1" \
    grt_pass1_wl_mm 18.7 \
    cts_tree "done" \
    final_max_slew_viol_count 0 \
    vias_per_cell 5.19 \
    grt_usage 0.166 \
    ys.flops 168 \
    cp-end-kind "output pin" \
    p_switching_mw 1.31 \
    clock_skew_ns 0.00929 \
    die_x_um 129 \
    status "finished clean" \
    pwr-share-clk 0.319 \
    postSynthCellCount 329 \
    synth.most_common_cell "edfxtp_1" \
    setup.worst_path.start_class "flop" \
    crit_required_ns 4.00 \
    timing.setup.tns_ns 0 \
    grt_overflow_total 0 \
    maxCapViolations 0 \
    ir_drop_mv 0.266 \
    initCoreUtil 0.409 \
    ys.flop_type "edfxtp_1" \
    hold_violations 0 \
    yosysTopAreaCellShare 0.594 \
    top_area_cell "edfxtp_1" \
    tool_warnings 29 \
    common_cells "edfxtp_1, dfrtp_1, mux2i_1" \
    p_total_mw 4.44 \
    crit_slowest_cell "dfrtp_2" \
    drtIter0Drc 196 \
    dr.pass1.iters 4 \
    gp_congestion 0.814 \
    rows 46 \
    dp_cells 572 \
    ios 24 \
    area_delta_synth_final_pct 19.3 \
    p_per_area_mw_per_mm2 576 \
    place_area_mm2 0.00703 \
    routed_wl_mm 11.6 \
    grt_antenna_before_repair 0 \
    crit_type "flop to output pin" \
    die_area_mm2 0.0167 \
    netlist-cell-type-count 37 \
    r2r_slack_ns 2.79 \
    cts_setup_buffers 0 \
    drive_gt1_frac 0.209 \
    grt_pass1_vias 3374 \
    hp-class "flop to flop" \
    crit_path_max_incr_delay_ns 0.86 \
    clk_pin_slew_ns 0.07 \
    drc 0 \
    portBuffers 22 \
    power_frac_comb 0.248 \
    worstMarginPinSlew_ns 0.768 \
]
-- final cells by class --
class | count | area (um^2)
Multi-Input combinational cell | 142 | 1520
Clock inverter | 15 | 169
Inverter | 3 | 11.3
Tap cell | 216 | 270
Fill cell | 1236 | 8120
Sequential cell | 168 | 4850
Clock buffer | 21 | 514
Timing Repair Buffer | 43 | 378
-- cell families (layout without fill, tap and decap cells) --
group / after synthesis / in the layout / synth area share
xor+xnor: 17 / 17 / 0.0242
compound gates: 33 / 33 / 0.0383
buf+inv: 19 / 82 / 0.0192
simple gates: 37 / 37 / 0.0294
fa+ha+maj: 5 / 5 / 0.00967
flops: 168 / 168 / 0.749
mux: 50 / 50 / 0.130
-- per-layer routing --
metal  global-route usage  vias to the layer above  routed length (um)
met5                    0                        -                   0
met3               0.0988                       12                1290
met2                0.229                      144                5140
met4               0.0208                        0                 142
li1                     -                     1423                   -
met1                0.252                     1579                5010
-- cells in the final DEF, fill, tap and decap left out, types with 8 or more instances in the layout --
| master | Yosys | final |
|---|---|---|
| buf_4 | 2 | 21 |
| mux4_1 | 10 | 10 |
| mux2i_1 | 24 | 24 |
| xnor2_1 | 16 | 16 |
| a22oi_1 | 8 | 8 |
| o21ai_1 | 9 | 9 |
| mux4_2 | 14 | 14 |
| nand2_1 | 8 | 8 |
| clkdlybuf4s50_1 | 0 | 22 |
| clkbuf_16 | 0 | 20 |
| dfrtp_1 | 40 | 39 |
| edfxtp_1 | 128 | 128 |
| a32oi_1 | 8 | 8 |
| nor3_1 | 11 | 11 |
-- metrics by stage --
step           hold WS [ns]   util
3_5_place_dp          0.335  0.444
4_1_cts               0.299  0.487
6_report              0.323  0.487
3_3_place_gp          0.332  0.444
5_1_grt               0.345  0.487
2_1_floorplan         0.331      -
-- power groups by stage --
stage / Sequential, mW / Clock, mW / Combinational [mW]
6_report: 1.92 / 1.42 / 1.10
5_1_grt: 1.95 / 1.51 / 1.23
4_1_cts: 1.93 / 1.45 / 1.12
-- final timing paths --
path                                      from                   endpoint  cells past startpoint
hold reg to reg            rptr[4]$_DFFE_PN0P_        wrptr1[4]$_DFF_PN0_                      0
setup / recovery           rptr[1]$_DFFE_PN0P_                   rdata[1]                      5
setup reg to reg           wptr[2]$_DFFE_PN0P_  fifo_mem[15][2]$_DFFE_PP_                      5
max in group asynchronous                r_rst        rptr[1]$_DFFE_PN0P_                      2
min in group clk0          rwptr2[0]$_DFF_PN0_        rwptr3[0]$_DFF_PN0_                      0
min in group asynchronous                w_rst        wptr[3]$_DFFE_PN0P_                      2
max in group clk1                        w_rst   fifo_mem[3][0]$_DFFE_PP_                      5
hold / removal             rptr[4]$_DFFE_PN0P_        wrptr1[4]$_DFF_PN0_                      0
-- flip-flops by register name (all words and copies together), names as in the netlist --
| signal | flops |
|---|---|
| rwptr1 | 5 |
| rwptr2 | 5 |
| wrptr3 | 5 |
| wrptr1 | 5 |
| rptr | 5 |
| rwptr3 | 5 |
| wptr | 5 |
| fifo_mem | 128 |
| wrptr2 | 5 |
-- critical path, delay by kind of cell, from the launching register on --
family,cells,cell delay (ns)
AOI/OAI and AO/OA,2,0.30
DFF,1,0.86
buffers and inverters,2,0.82
muxes,1,0.39
No activity file was given, so power comes from the tool's default toggle rates.
